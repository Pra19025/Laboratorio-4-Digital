**./config.mk**
```make
export PLATFORM = sky130hd
export DESIGN_NAME = alu
export DESIGN_NICKNAME = alu
export VERILOG_FILES = /design/flow/design.v
export SDC_FILE = /design/flow/constraint.sdc
export NUM_CORES = 4
export LEC_CHECK = 1
export CORE_AREA = 10 10 70 70
export DIE_AREA = 0 0 80 80
```
**./run.sh**
```bash
#!/bin/bash
# OpenROAD 26Q1-2900-gdf79404cd8, Yosys 0.63+post, stock flow scripts
make -C /OpenROAD-flow-scripts/flow DESIGN_CONFIG=/design/flow/config.mk WORK_HOME=/design/flow/orfs finish
```
**./constraint.sdc**
```tcl
current_design alu

set clk_period 4.4
set clk_io_pct 0.2

create_clock -name clk0 -period $clk_period

set non_clock_inputs [all_inputs -no_clocks]
set_input_delay [expr $clk_period * $clk_io_pct] -clock clk0 $non_clock_inputs
set_output_delay [expr $clk_period * $clk_io_pct] -clock clk0 [all_outputs]
```
**./design.v**
```verilog
module alu(input [3:0] A, B, input [2:0] F,
           output [3:0] Y);
reg [3:0] salida_alu;
assign Y = salida_alu;
always @(*)
begin
  case(F)
  3'b000:
  salida_alu = A & B;
  3'b001:
  salida_alu = A | B;
  3'b010:
  salida_alu = A + B;
  3'b100:
  salida_alu = A & ~B;
  3'b101:
  salida_alu = A | ~B;
  3'b110:
  salida_alu = A - B;
  3'b111:
  salida_alu = (A<B?4'd1:4'd0);
  default salida_alu = A + B;
  endcase
end
endmodule
```
==> changes_impl.md <==
### Metrics

- Outcome: completed
- Rel. slew slack: 0.714
- Setup violation total in the final timing report: 0
- Pin slew with the least headroom to its limit: 0.428 ns
- Iteration count of the initial detailed-routing pass: 4
- Area fraction in mux cells: 0.0214
- Number of port buffers: 15
- Post-Synth XOR/XNOR Area: 0.0563
- Layout-stage area growth over the synthesis result: 38.9%
- Part of the power in combinational logic: 1.000
- Std-Cell Core Area: 3420 µm²
- Clock share of power: 0
- Sequential cell area in the final layout: 0 µm²
- Aggregate global-route resource usage: 0.0391
- Chip area: 6400 µm²
- Floorplan core density: 0.137
- Detailed-route DRC error count: 0
- Area share of and/or/nand/nor cells after synthesis: 0.193
- Worst setup SP type: input port
- Diodes inserted: 0
- Net switching share of the total power: 0.428
- Peak Freq: roughly 0.25 GHz
- Maximum resistive drop on vdd: between 0.00004 and 0.00005 V
- Die width: 80 µm
- Post-synthesis cell type with the largest instance count: inv_1
- Path category of the worst min-delay check: input port to output pin
- Sum of routed wire length over all layers: 1200 µm
- Adder-cell share of the synthesized area: 0.295
- Vias after detailed routing: 453
- Required @ worst endpoint: 3.52 ns
- Yosys top cell area share: 0.188
- Num ports: 15
- Cell area after synthesis: about 470 µm²
- Placed wire-length estimate after detailed placement: 1020 µm
- Total design power: 0.0681 mW
- Largest fanout on the critical path: 3
- Leakage Power: 0.270 nW
- Sequential Power Share: 0
- Power density relative to cell area: 105 nW/µm²
- Initial antenna violation count: 0
- Switching power: 0.0291 mW
- Iter 0 DRT Violations: 4
- Proportion of layout cells with a drive suffix above 1: 0.0541
- YS chip area: 467 µm²
- Worst hold start: A[0]
- Count of final max-slew check failures: 0
- First-pass GRT wire length: 2130 µm
- Final period demand of the worst path: ~4 ns
- Maximum capacitance violations: 0
- Number of logged tool warnings: 35
- Post-CTS Hold Buffers: 0
- Compound Share, Synth: 0.306
- Overflow left after global routing: 0
- Type of element capturing the critical path: output pin
- Min setup slack post-route: 0.368 ns
- Die Span Y: around 80 µm
- Count of instances resized after the clock tree is built: 0
- Tcrit/Tclk final: 0.916
- Routed wire per std cell: 10.0 µm
- Yosys Warn Count: 1
- Maximum number of pins on one net before global-route repair: 12
- Vias in the first global route: between 400 and 500
- Internal Power: approximately 0.04 mW
- Worst Setup Path Type: input port to output pin
- Mean post-synth cell area: 7.53 µm²
- Cell accounting for the most synthesized area: ha_1
- Final estimated routing congestion in global placement: 0.829
- Post-route setup TNS: 0 ns
- Launching instance or port of the critical path: B[0]
- Top area cell types: ha_1, fa_1, inv_1
- Average vias per placed instance: between 3 and 4
- Arrival @ worst endpoint: 3.15 ns
- Leading cell types by count after synthesis: inv_1, ha_1, a21oi_1, nand2_1
- Final count of hold timing violations: 0
- Registers: 0
- Number of instances in the synthesized netlist: 62
- Setup Slack @ Placement: 0.368 ns
- Clock buffers: 0
- Placement row count: 21
- Post-CTS Setup Inserts: 0
- Number of routed nets with antenna violations: 0
- Share of the yosys chip area belonging to registers: 0
- Count of distinct cell types in the synthesized netlist: 32
- RSZ-0062 raised after global routing: no
- Largest logic family: AND-OR/OR-AND gates
- # Cells Yosys: 62
[power by group through the flow]
stage,Sequential [mW],Combinational [mW],Clock (mW)
after CTS,0,0.0690,0
after global routing,0,0.0775,0
final,0,0.0681,0
[routing by layer]
layer | up-vias | global-route usage | part of all wire
li1 | 242 | - | -
met1 | 200 | 0.0592 | 0.53
met2 | 11 | 0.0586 | 0.43
met3 | 0 | 0.00795 | 0.038
met4 | 0 | 0 | 0
met5 | - | 0 | 0
[per-stage QoR]
step / cells / hold WS [ns] / utilization / cell area (µm²)
after floorplan: 62 / 1.89 / - / 467
after global placement: 120 / 2.86 / 0.190 / 648
after detailed placement: 120 / 2.87 / 0.190 / 648
after CTS: 120 / 2.88 / 0.190 / 648
after global routing: 120 / 2.96 / 0.190 / 648
final: 120 / 2.87 / 0.190 / 648
[path summary, 6_finish.rpt]
kind	to	cells after the start
max	Y[0]	9
min	Y[0]	4
[area by class of cell]
cell class         instances  area (µm²)
repair buffers            15         150
fillers                  392        2770
well taps                 46        57.6
inverters                  9        33.8
multi-input cells         50         407
[worst max-delay path, cell delays in order]
cell             delay, ns
clkdlybuf4s50_1       0.53
ha_1                  0.18
inv_1                 0.05
fa_1                  0.40
a21o_1                0.19
a21oi_1               0.13
a31oi_1               0.09
a22oi_1               0.19
clkdlybuf4s50_1       0.50
[layout by cell type, fill, tap and decap left out]
| cell | instances |
|---|---|
| o311a_1 | 1 |
| clkdlybuf4s50_1 | 15 |
| ha_1 | 7 |
| nor3b_1 | 1 |
| nand2_1 | 4 |
| a21oi_1 | 6 |
| a22o_1 | 1 |
| o22ai_1 | 1 |
| xnor2_1 | 1 |
| nor2b_1 | 1 |
| fa_1 | 2 |
| nand2b_1 | 2 |
| xor2_1 | 2 |
| a21boi_0 | 1 |
| a21oi_2 | 1 |
| maj3_1 | 1 |
| a2bb2oi_2 | 1 |
| o31a_2 | 1 |
| mux2i_1 | 1 |
| a221oi_1 | 1 |
| a22oi_1 | 1 |
| inv_1 | 9 |
| and2b_2 | 1 |
| nor2_1 | 2 |
| and3b_1 | 1 |
| a31oi_1 | 2 |
| a21o_1 | 1 |
| o21ai_0 | 2 |
| nor3_1 | 2 |
| nand3b_1 | 1 |
| or3_1 | 1 |
[cells by family after synthesis]
kind of cell | count (synthesis)
AND-OR/OR-AND | 20
XOR/XNOR | 3
adder cells (fa/ha/maj) | 10
buffers and inverters | 12
multiplexers | 1
AND/OR/NAND/NOR | 16
Power is estimated from default activity; no workload was simulated.
